$ cat design/flow/run.sh
#!/bin/bash
# OpenROAD 26Q1-2900-gdf79404cd8, Yosys 0.63+post, stock flow scripts
make -C /OpenROAD-flow-scripts/flow DESIGN_CONFIG=/design/flow/config.mk WORK_HOME=/design/flow/orfs finish
$ cat design/flow/config.mk
export PLATFORM = sky130hd
export DESIGN_NAME = reaction_timer_top
export DESIGN_NICKNAME = reaction_timer_top
export VERILOG_FILES = /design/flow/design.v
export SDC_FILE = /design/flow/constraint.sdc
export NUM_CORES = 4
export LEC_CHECK = 1
export CORE_UTILIZATION = 30
$ cat design/flow/constraint.sdc
current_design reaction_timer_top

set clk_period 4.0
set clk_io_pct 0.2

create_clock -name clk0 -period $clk_period [get_ports {clk}]

set non_clock_inputs [all_inputs -no_clocks]
set_input_delay [expr $clk_period * $clk_io_pct] -clock clk0 $non_clock_inputs
set_output_delay [expr $clk_period * $clk_io_pct] -clock clk0 [all_outputs]
$ cat design/flow/design.v
module clock_divider (
    input clk,             
    input reset,           
    output reg clk_1ms     
);
    reg [15:0] counter;
    always @(posedge clk or posedge reset) begin
        if (reset) begin
            counter <= 0;
            clk_1ms <= 0;
        end else if (counter == 49999) begin   
            counter <= 0;
            clk_1ms <= ~clk_1ms;
        end else begin
            counter <= counter + 1;
        end
    end
endmodule
module fixed_delay_generator (
    input clk_1ms,        
    input reset,          
    input start,          
    output reg done       
);
    reg [10:0] counter;
    always @(posedge clk_1ms or posedge reset) begin
        if (reset) begin
            counter <= 0;
            done <= 0;
        end else if (start) begin
            if (counter < 1500) begin   
                counter <= counter + 1;
                done <= 0;
            end else begin
                done <= 1;
            end
        end else begin
            counter <= 0;
            done <= 0;
        end
    end
endmodule
module high_score_register (
    input clk,                
    input reset,              
    input [23:0] new_time,    
    input update,             
    output reg [23:0] high_score   
);
    initial high_score = 24'hFFFFFF;  
    always @(posedge clk or posedge reset) begin
        if (reset)
            high_score <= 24'hFFFFFF;
        else if (update && new_time < high_score)
            high_score <= new_time;
    end
endmodule
module led_controller (
    input start,            
    input stop,             
    output reg [9:0] led    
);
    always @(*) begin
        if (start)
            led = 10'b1111111111;   
        else if (stop)
            led = 10'b0000000000;   
    end
endmodule
module reaction_timer_top (
    input        clk,     
    input        reset,   
    input        key0,    
    output [9:0] led,     
    output [6:0] hex0,    
    output [6:0] hex1,    
    output [6:0] hex2     
);
    wire clk_1ms;               
    wire delay_done;            
    wire [23:0] reaction_time;  
    wire [23:0] high_score;     
    clock_divider clk_div (
        .clk(clk),
        .reset(reset),
        .clk_1ms(clk_1ms)
    );
    fixed_delay_generator delay_gen (
        .clk_1ms(clk_1ms),
        .reset(reset),
        .start(key0),      
        .done(delay_done)  
    );
    timer_module timer (
        .clk_1ms(clk_1ms),
        .reset(reset),
        .start(delay_done),  
        .stop(~key0),        
        .time_elapsed(reaction_time)
    );
    high_score_register score_reg (
        .clk(clk),
        .reset(reset),
        .new_time(reaction_time),
        .update(~key0),       
        .high_score(high_score)
    );
    led_controller led_ctrl (
        .start(delay_done),  
        .stop(~key0),        
        .led(led)
    );
    ssd_display_controller ssd_ctrl (
        .clk(clk),
        .reaction_time(reaction_time),
        .hex0(hex0),
        .hex1(hex1),
        .hex2(hex2)
    );
endmodule
module ssd_display_controller (
    input clk,                       
    input [23:0] reaction_time,      
    output reg [6:0] hex0,           
    output reg [6:0] hex1,           
    output reg [6:0] hex2            
);
    reg [11:0] bcd;  
    integer i;
    always @(reaction_time) begin
        bcd = 0;
        for (i = 0; i < 24; i = i + 1) begin
            bcd = {bcd[10:0], reaction_time[23]};
            reaction_time = reaction_time << 1;
            if (bcd[3:0] > 4)
                bcd[3:0] = bcd[3:0] + 3;
            if (bcd[7:4] > 4)
                bcd[7:4] = bcd[7:4] + 3;
            if (bcd[11:8] > 4)
                bcd[11:8] = bcd[11:8] + 3;
        end
    end
    function [6:0] seven_seg;
        input [3:0] digit;
        begin
            case (digit)
                4'd0: seven_seg = 7'b1000000;
                4'd1: seven_seg = 7'b1111001;
                4'd2: seven_seg = 7'b0100100;
                4'd3: seven_seg = 7'b0110000;
                4'd4: seven_seg = 7'b0011001;
                4'd5: seven_seg = 7'b0010010;
                4'd6: seven_seg = 7'b0000010;
                4'd7: seven_seg = 7'b1111000;
                4'd8: seven_seg = 7'b0000000;
                4'd9: seven_seg = 7'b0010000;
                default: seven_seg = 7'b1111111;   
            endcase
        end
    endfunction
    always @(bcd) begin
        hex0 = seven_seg(bcd[3:0]);     
        hex1 = seven_seg(bcd[7:4]);     
        hex2 = seven_seg(bcd[11:8]);    
    end
endmodule
module timer_module (
    input clk_1ms,              
    input reset,                
    input start,                
    input stop,                 
    output reg [23:0] time_elapsed   
);
    always @(posedge clk_1ms or posedge reset) begin
        if (reset)
            time_elapsed <= 0;
        else if (start && !stop)
            time_elapsed <= time_elapsed + 1;
    end
endmodule
==> flow_summary.json <==
{
  "switching_share_pct": 20.4,
  "crit_arrival_ns": 1.80,
  "untimed_endpoints": 23,
  "slew_headroom_pct": 52.3,
  "antenna_cells": 0,
  "cts_hold_buffers": 0,
  "fin_worst_skew_ns": 0.00522,
  "drc": 0,
  "area.sequential_um2": 741,
  "worstMarginPinSlew_ns": 0.711,
  "yosysTopAreaCellShare_pct": 43.4,
  "worstPathCellList": "ha_1 -> and3_1 -> and4_1 -> a311oi_1 -> a41o_1",
  "ys.warnings.count": 30,
  "initialDrtViolationCount": 33,
  "gr-total-overflow": 0,
  "avgSynthCellArea_um2": 10.1,
  "die-area_um2": 5870,
  "drive_above_1_share_pct": 5.39,
  "portBuffers": 12,
  "p_seq_share_pct": 55.7,
  "p_clk_share_pct": 40.6,
  "ys_area_um2": 1670,
  "cts.htree.levels": 1,
  "core_area_um2": 5240,
  "async_reset_ff_share_pct": 96.7,
  "gp_congestion": 0.793,
  "start_kind": "register",
  "post-cts-setup-buffers": 0,
  "required_ns": 4.13,
  "path_max_fanout": 11,
  "cts_root_buffer": "clkbuf_8",
  "flop_cell": "dfrtp_1",
  "syn-cell-area_um2": 1670,
  "initCoreUtil_pct": 31.9,
  "crit_buf_inv": 0,
  "grt_max_degree": 30,
  "rsz0062_at_grt": "false",
  "ctsResizeCount": 0,
  "tool_warnings": 25,
  "finalPower_w": 0.000309,
  "numCtsBuffers": 3,
  "antenna_found_initial": 0,
  "power.switching_w": 0.0000632,
  "grt_use_total_pct": 8.38,
  "outcome": "finished clean",
  "synth.largest_area_cell": "dfrtp_1",
  "min_period_ns": 1.67,
  "edf_count": 0,
  "placed_cell_area_um2": 1710,
  "slew_viol_final": 0,
  "synth_cell_type_count": 38,
  "hold_viol": 0,
  "crit_type": "reg -> reg",
  "vias": 1005,
  "numSynthFlops": 30,
  "maxCapViolCount": 0,
  "n_fill_cell": 526,
  "rows": 26,
  "clk_pin_slew_ns": 0.06,
  "whs_ns": 0.473,
  "p_leak_nw": 0.816,
  "drtPass1Iterations": 4,
  "power-per-cell-area_nw_per_um2": 176,
  "area_leaders": "dfrtp_1, buf_4, xor2_1, xnor2_1, and2_1",
  "routedWlPerCell_um": 10.2,
  "syn_inst": 165,
  "peakVddDrop_uv": 145,
  "unclocked_pins": 13,
  "fin_crit_sh_pct": 41.7,
  "max_freq_ghz": 0.600,
  "post-route-util_pct": 33.5,
  "drt-vias-per-instance": 4.24,
  "tritoncts": "done",
  "fin_area_um2": 1750,
  "die-height_um": 76.6,
  "slowest_delay_ns": 0.45,
  "drt-total-wl_um": 2410,
  "setup_viol": 0,
  "grt_pass1_wl_um": 4030,
  "ios": 34,
  "cts_buffer_depth": 2,
  "end_kind": "register",
  "cp_slowest_cell": "and4_1",
  "cp_top_family": "simple AND/OR/NAND/NOR gates",
  "fin_setup_tns_ns": 0,
  "drtAntennaViolNets": 0,
  "clk_latency_ns": 0.25,
  "power_frac_comb_pct": 3.7,
  "hold_path_class": "reg -> reg",
  "logic_area_um2": 738,
  "power.internal_w": 0.000246,
  "ys_cells": 165,
  "grt_pass1_vias": 905,
  "die-width_um": 76.6,
  "dpl.hpwl_um": 1720,
  "syn_to_final_growth_pct": 5.02
}
synth_stat cells (all sizes together) (4+ instances only):
| master | number |
|---|---|
| and2 | 7 |
| and3 | 5 |
| and4 | 4 |
| buf | 32 |
| dfrtp | 29 |
| inv | 4 |
| nand2 | 8 |
| nand3 | 6 |
| nand4 | 5 |
| nor2 | 8 |
| o21ai | 4 |
| or3 | 4 |
| xnor2 | 8 |
| xor2 | 9 |
cell type report:
type,count,area share [%]
tap,70,4.99
clock buffer,4,2.57
timing repair buffer,13,7.28
multi-input combinational,116,42.1
sequential,30,42.2
inverter,4,0.856
power groups by stage:
| stage | clock network, W | registers, W | logic [W] |
|---|---|---|---|
| CTS | 0.000128 | 0.000172 | 0.0000124 |
| global route | 0.000138 | 0.000172 | 0.0000141 |
| finish | 0.000126 | 0.000172 | 0.0000114 |
cell usage in the layout, fill, tap and decap left out, drive strengths merged:
cell type      Yosys  final
o211ai             2      2
o21ai              4      4
clkdlybuf4s50      0     12
o31ai              1      1
mux2i              1      1
buf               32      1
a31oi              2      2
dlxtn              1      1
a21boi             3      3
nor3               2      2
inv                4      4
nor4b              1      1
a41o               1      1
or3                4      4
xor2               9      9
nor4bb             2      2
a21o               1      1
o21a               3      3
ha                 2      2
xnor2              8      8
dfrtp             29     29
nand2              8      8
nand2b             1      1
nand3              6      6
clkbuf             2      4
and2               7      7
and4               4      4
nor2b              2      2
a311oi             1      1
and4b              1      1
nand4              5      5
conb               2     21
o2111ai            1      1
and3               5      5
nor2               8      8
final timing paths:
path	from	cells after the start	end	slack, ns
setup reg to reg	clk_div.counter[0]	5	clk_div.counter[14]	2.33
setup / recovery	clk_div.counter[0]	5	clk_div.counter[14]	2.33
min in group asynchronous	reset	3	clk_div.counter[10]	0.92
hold / removal	clk_div.counter[15]	1	clk_div.counter[15]	0.47
hold reg to reg	clk_div.counter[15]	1	clk_div.counter[15]	0.47
max in group asynchronous	reset	3	clk_div.clk_1ms	2.81
sequential cells by signal (all words and copies together), names as in the netlist:
name and count:
clk_div.clk_1ms 1, delay_gen.counter 11, delay_gen.done 1, clk_div.counter 16, led_ctrl.led 1
worst reg2reg max path: stages (launching register included):
cell and delay, ns:
dfrtp_1 0.38, ha_1 0.21, and3_1 0.21, and4_1 0.45
a311oi_1 0.10, a41o_1 0.21
per-layer routing:
metal / GRT usage (%) / routed length [um] / up-vias
met5: 0 / 0 / -
met4: 0.577 / 0 / 0
met3: 0.973 / 47 / 0
met2: 12.8 / 1120 / 9
met1: 13.6 / 1240 / 477
li1: - / - / 519
cells by family (layout without fill, tap and decap cells):
logic type               count (synthesis)  in the layout  synth area share (%)
XOR/XNOR                                17             17                  8.91
other                                    2             21                 0.450
AND/OR/NAND/NOR                         56             56                  20.1
adder cells (fa/ha/maj)                  2              2                  1.50
buffers and inverters                   38             21                  15.7
flip-flops                              29             29                  43.4
multiplexers                             1              1                 0.599
latches                                  1              1                 0.899
AND-OR/OR-AND                           19             19                  8.39
per-stage QoR:
step | worst slack, ns | instances
after floorplan | 2.48 | 184
after global placement | 2.38 | 233
after detailed placement | 2.35 | 233
after CTS | 2.32 | 237
after global routing | 2.22 | 237
final | 2.33 | 237
No activity file was given, so power comes from the tool's default toggle rates.
